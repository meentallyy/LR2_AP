==> ./constraint.sdc <==
current_design APB_master

set clk_period 1.8
set clk_io_pct 0.2

create_clock -name clk0 -period $clk_period [get_ports {PCLK}]
create_clock -name clk1 -period $clk_period [get_ports {PREADY}]

set non_clock_inputs [all_inputs -no_clocks]
set_input_delay [expr $clk_period * $clk_io_pct] -clock clk0 $non_clock_inputs
set_output_delay [expr $clk_period * $clk_io_pct] -clock clk0 [all_outputs]
==> ./run.sh <==
#!/bin/bash
# OpenROAD 26Q1-2900-gdf79404cd8, Yosys 0.63+post, stock flow scripts
make -C /OpenROAD-flow-scripts/flow DESIGN_CONFIG=/design/flow/config.mk WORK_HOME=/design/flow/orfs finish
==> ./design.v <==
module APB_master
(
    input wire PCLK,                     
    input wire PWRITE_MASTER,            
    output reg PSEL = 0,                 
    input wire [31:0] PADDR_MASTER,      
    input wire [31:0] PWDATA_MASTER,     
    output reg [31:0] PRDATA_MASTER = 0, 
    output reg PENABLE = 0,              
    input wire PRESET,                   
    input wire PREADY,                   
    output reg [31:0] PADDR = 0,         
    output reg [31:0] PWDATA = 0,        
    input  wire [31:0] PRDATA,           
    output reg PWRITE = 0                
);
function void apb_write(input  [31:0] inp_addr, input  [31:0] inp_data);  
begin
  PSEL = 1'd1;         
  PADDR = inp_addr;    
  PWDATA = inp_data;   
  PWRITE = 1'd1;       
  PENABLE = 1'd1;      
  if(PREADY)
   begin
     PSEL = !PSEL;         
     PENABLE = !PENABLE;  
   end
end
endfunction
function void apb_read(input [31:0] inp_addr);  
begin
  if(!PREADY)
  begin
    PADDR = inp_addr;  
    PWRITE = 1'd0;
    PSEL = 1'd1;
    PENABLE = 1'd1;
  end
  else if(PREADY)
   begin
     PSEL = !PSEL;
     PENABLE = !PENABLE;
   end
end
endfunction
always @(posedge PCLK) 
begin
    if(PRESET)  
    begin
      PADDR <= 32'b0;
      PWDATA <= 32'b0;
      PWRITE <= 1'b0;
      PSEL <= 1'b0;
      PENABLE <= 1'b0;
      PRDATA_MASTER <= 1'b0;
    end
    else if (!PWRITE_MASTER)  
     begin
        apb_read(PADDR_MASTER);  
     end
    else if (PWRITE_MASTER)  
     begin
        apb_write(PADDR_MASTER, PWDATA_MASTER);
     end
  end
always @(posedge PREADY)  
begin
  if (!PWRITE_MASTER)      
    begin
     PRDATA_MASTER <=PRDATA;  
    end
end
endmodule
==> ./config.mk <==
export PLATFORM = sky130hd
export DESIGN_NAME = APB_master
export DESIGN_NICKNAME = APB_master
export VERILOG_FILES = /design/flow/design.v
export SDC_FILE = /design/flow/constraint.sdc
export NUM_CORES = 4
export LEC_CHECK = 1
export CORE_AREA = 10 10 131 131
export DIE_AREA = 0 0 141 141
==> qor.rpt <==
========================================================================================
Post-DR wirelength/cell ...................................................      14.7 um
Chip area .................................................................    19900 um2
Power density relative to cell area .......................................  1210 nW/um2
Fraction of layout cells with a size suffix above 1 .......................        0.154
Final tally of setup violations ...........................................            0
Starting utilization of the core area .....................................        0.216
Setup TNS after final layout ..............................................         0 ns
Instance count of the mapped netlist ......................................          291
Number of post-CTS setup repair buffers ...................................            0
Capturing element type of the critical path ...............................    flip-flop
Total number of vias ......................................................         2528
Hold slack ................................................................     0.118 ns
Max Cap Violations ........................................................            0
Cell count after placement ................................................          587
CTS tree ..................................................................          yes
Final instance count without filler cells .................................          618
Wire length of the first global-routing pass ..............................     14300 um
Register bit total from synthesis .........................................           67
Worst Path Max Fanout .....................................................           11
Core area .................................................................    14400 um2
Data required time at the worst endpoint ..................................      2.07 ns
Clk slew on worst S/H paths ...............................................      0.05 ns
Num ports .................................................................          199
Summed area of non-filler cells in the final layout .......................     4960 um2
Sum of net half-perimeters after detailed placement .......................      6230 um
Yosys chip area ...........................................................     3110 um2
Run status ................................................................ finished, final reports clean
GRT Residual Overflow .....................................................            0
Hold violation total from the final report ................................            0
Library cells used by synthesis ...........................................           16
Total cells reported by yosys after synthesis .............................          291
Synthesized area per cell .................................................     10.7 um2
Arrival time of the worst setup path ......................................      1.83 ns
Global routing usage summed across all routing layers .....................       0.0894
Total wire length after detailed routing ..................................      9100 um
Horizontal die size .......................................................       141 um
Class of the most critical hold timing path ...............................   clk -> reg
Startpoint Class ..........................................................   clock port
Vias in the first global route ............................................         3079
Layout Area Growth over Synthesis .........................................        59.6%
Sequential area share after synthesis .....................................        0.431
Port Buffers ..............................................................          133
Worst clock skew ..........................................................         0 ns
Post-CTS Hold Fix Bufs ....................................................            0
Worst supply voltage drop on vdd ..........................................     0.433 mV
Yosys warns ...............................................................           65
Worst reg-to-reg path cell count ..........................................            2
Hold Path Cell Cnt ........................................................            4
Pin count of the biggest net entering global routing ......................           68
Antenna cell count ........................................................            0
Number of antenna violations at the first check in global routing .........            0
Die span in y .............................................................       141 um
Static leakage power ......................................................      1.97 nW
Avg Vias per Cell .........................................................         4.09
Number of search-and-repair iterations in the first detailed-routing pass .            4
Violation count after the first detailed-route iteration ..................           62
Weighted congestion reported at the end of routability-driven placement ...        0.806
Kind of critical path .....................................................   clk -> reg
Number of nets with antenna violations after detailed routing .............            0
Resize count post-CTS .....................................................            0
Number of standard-cell rows in the floorplan .............................           44
Max Transition Viols Final ................................................            0
Placed Instance Area ......................................................     4400 um2
Summed instance area of the synthesized netlist ...........................     3110 um2
Count of unresolved DRC violations after routing ..........................            0
Warning total across the stage logs .......................................          128
Setup repair after global routing missed its margin .......................           no
========================================================================================
[final cells by class]
cell class,instances,area [um2]
fill,1413,9460
tap,184,230
multi-input combinational,199,1440
timing repair buffer,137,1390
clock buffer,22,507
sequential,67,1340
clock inverter,9,61.3
[synth_stat cells, drive strengths merged]
cell type	instances	area share
clkbuf	6	0.0072
buf	50	0.14
o21a	2	0.0048
nor2	35	0.042
conb	1	0.0012
nand4bb	32	0.12
o21ai	32	0.088
nand2b	32	0.064
dfxtp	67	0.43
a21oi	1	0.0016
and2b	1	0.0032
mux2i	32	0.10
[registers in the layout (all words and copies together), names as in the netlist]
register / cells
PSEL: 1
PWDATA: 32
PWRITE: 1
PADDR: 32
PENABLE: 1
[cells in the final DEF (no fill, tap or decap), drive strengths merged]
master and instances:
and2b 1, dfxtp 67, clkbuf 22, mux2i 32
o21ai 32, clkdlybuf4s50 131, clkinv 4, clkinvlp 2
inv 3, conb 32, nand2b 32, a21oi 1
nor2 35, o21a 2, nand4bb 32, buf 6
[cells by family (layout without fill, tap and decap cells)]
kind of cell           Yosys count  count (layout)  synth area share
AOI/OAI and AO/OA               35              35            0.0942
buffers and inverters           56             168             0.144
DFF                             67              67             0.431
muxes                           32              32             0.103
other                            1              32           0.00121
and+or+nand+nor                100             100             0.226
[path summary, 6_finish.rpt]
check	startpoint	to	slack [ns]
setup / recovery	PREADY	PADDR[24]$_SDFFE_PP0P_	0.24
hold / removal	PREADY	PWRITE$_SDFFE_PP0P_	0.12
setup reg to reg	PWDATA[15]$_SDFFE_PP0P_	PWDATA[15]$_SDFFE_PP0P_	1.18
hold reg to reg	PWRITE$_SDFFE_PP0P_	PWRITE$_SDFFE_PP0P_	0.49
[per-stage QoR]
stage | util | setup WS, ns | total power, mW
after global placement | 0.305 | 0.381 | 3.07
after CTS | 0.344 | 0.226 | 6.22
after detailed placement | 0.305 | 0.381 | 3.07
final | 0.344 | 0.241 | 6.00
after global routing | 0.344 | 0.203 | 6.43
after floorplan | - | 0.396 | 2.76
[critical path, cell delays in order]
cell and delay [ns]:
sky130_fd_sc_hd__clkbuf_16 0.14, sky130_fd_sc_hd__clkbuf_16 0.16, sky130_fd_sc_hd__and2b_4 0.17, sky130_fd_sc_hd__clkbuf_16 0.15, sky130_fd_sc_hd__clkbuf_16 0.17, sky130_fd_sc_hd__o21ai_2 0.12
[power breakdown]
group	total [mW]	internal [mW]	switching [mW]
logic	0.751	0.571	0.181
clock network	3.40	1.98	1.41
registers	1.86	1.73	0.123
total	6.00	4.29	1.72
[per-layer routing]
| layer | up-vias | GRT usage | wire length (um) |
|---|---|---|---|
| met5 | - | 0.00524 | 0 |
| met4 | 0 | 0.0641 | 363 |
| met3 | 35 | 0.101 | 1670 |
| met2 | 170 | 0.0958 | 3370 |
| met1 | 1114 | 0.0936 | 3690 |
| li1 | 1209 | - | - |
Power is estimated from default activity; no workload was simulated.
