## flow/run.sh

```bash
#!/bin/bash
# OpenROAD 26Q1-2900-gdf79404cd8, Yosys 0.63+post, stock flow scripts
make -C /OpenROAD-flow-scripts/flow DESIGN_CONFIG=/design/flow/config.mk WORK_HOME=/design/flow/orfs finish
```

## flow/design.v

```verilog
module APB_generator
#(parameter control_reg_ADDR = 4'h0,  
  parameter status_ADDR = 4'h4)     
(
    input wire PWRITE,             
    input wire PCLK,               
    input wire PSEL,               
    input wire [31:0] PADDR,              
    input wire [31:0] PWDATA,      
    output reg [31:0] PRDATA = 0,  
    input wire PENABLE,            
    output reg PREADY = 0,          
	  input PRESET,                    
    output reg CLK = 0                     
);
reg  [31:0] control_reg  = 0;   
reg  [31:0] status = 0;         
reg  [31:0] counter = 0;        
reg flag = 0;                   
always @(posedge PCLK) 
begin
    if (PSEL && !PWRITE && PENABLE)  
     begin
        case(PADDR)
         control_reg_ADDR : PRDATA <= control_reg;  
         status_ADDR      : PRDATA <= status;   
        endcase
        PREADY <= 1'd1;  
     end
     else if(PSEL && PWRITE && PENABLE)  
     begin
      if(PADDR == control_reg_ADDR)
      begin
        control_reg <= PWDATA;
        flag <= 1'd1;          
        PREADY <= 1'd1;        
      end
     end
   if (PREADY)  
    begin
      PREADY <= !PREADY;
    end
  if(flag)   
    begin
      flag <= !flag;
    end
  end
always @(posedge PCLK) begin  
   if(flag)
   begin
    counter <= control_reg[31:1];  
    status[31:1] <= control_reg[31:1];
   end
  else if(control_reg[0] == 1)  
   begin
     if(counter > 0)  
      begin
      counter <= counter - 1'd1;
      status[31:1] <= counter - 1'd1;
     end
   end
    if(counter == 0 && control_reg[0] == 1)  
    begin
      counter <= control_reg[31:1];
      CLK <= !CLK;
      status[31:1] <= control_reg[31:1];
      status[0]    <= !CLK;
    end
end
endmodule
```

## flow/constraint.sdc

```tcl
current_design APB_generator

set clk_period 12.8
set clk_io_pct 0.2

create_clock -name clk0 -period $clk_period [get_ports {PCLK}]

set non_clock_inputs [all_inputs -no_clocks]
set_input_delay [expr $clk_period * $clk_io_pct] -clock clk0 $non_clock_inputs
set_output_delay [expr $clk_period * $clk_io_pct] -clock clk0 [all_outputs]
```

## flow/config.mk

```make
export PLATFORM = sky130hd
export DESIGN_NAME = APB_generator
export DESIGN_NICKNAME = APB_generator
export VERILOG_FILES = /design/flow/design.v
export SDC_FILE = /design/flow/constraint.sdc
export NUM_CORES = 4
export LEC_CHECK = 1
export CORE_UTILIZATION = 40
```

==> out/metrics.cfg <==
[power_and_ir_drop]
p_leak_nw=1.853
power-per-cell-area_mw_per_mm2=97.76
finalPower_mw=0.5715
ir_drop_v=0.00007954

[global_routing]
antenna_found_initial=0
grt_max_degree=40
grt_pass1_vias=3019
overflow=0
grt_pass1_wl_um=14560
track_usage_pct=17.20

[setup_path]
crit_family=buffers and inverters
critPathMaxFanout=32
critPathSlowestCell=buf_4
cp-end-kind=flop
timing.reg2reg.setup_slack_ns=10.06
critical_path_class=input pin to flop
critPathRequiredTime_ns=12.92
r2r-end=status[1]
cp_cell_sequence=clkdlybuf4s50_1, nor4_1, nand4_1, nor3_4, buf_4, mux2_2
r2r_start=status[12]
critPathBufInv=2
worstPathArrival_ns=4.61
critPathLaunch=PADDR[1]
slowest_delay_ns=0.43
start_kind=input pin
rr_worst_depth=5

[detailed_routing]
ant_nets=0
wirelength_um=8737
dr.pass1.iters=4
antenna_cells=0
via_per_inst=5.104
wl_per_cell_um=15.36
drt_first_iter_violations=123
drc=0
vias=2904

[floorplanning]
boundaryPins=103
die-area_mm2=0.01165
core_util_floorplan_pct=41.23
fp.dieH_um=107.9
coreArea_mm2=0.01089
die_w_um=107.9
rows=38

[clocking]
clkSinkCount=99
cts_setup_buffers=0
htreeDepth=3
cts_buffers=9
clk_latency_ns=0.37
clk_pin_slew_worst_paths_ns=0.10
root_buffer=clkbuf_8
ctsResizeCount=0
hold_buffers=0
clockBufferDepth=2
cts_tree=built

[hold_path]
holdPathEnd=counter[31]
min_path_type=flop to flop
min_path_cells=2
min-delay-start=counter[31]

[job]
warning_count=27
cap_violations=0

[synth]
edf_count=96
ys_cells=319
ys_types=40
ff_type=edfxtp_1
ys.flops=99
most_common_cell=edfxtp_1
post-synth-top-area-cell=edfxtp_1
syn_inst=319
syn_area_mm2=0.004489
synth_seq_share_pct=65.55
synth_area_per_cell_um2=14.07
async_reset_ff_share_pct=0
top_cells_by_count=96 x edfxtp_1, 37 x nor2_1, 31 x mux2_2
synth.top_cell.area_share_pct=64.21
synth_warnings=1
ys_area_mm2=0.004489
area_leaders=edfxtp_1 64%, mux2_2 7.8%, xnor2_1 3.9%

[sta]
fin_skew_ns=0.01308
max_freq_mhz=222.6
period_used_pct=35.10
rsz0062_at_grt=false
worstMarginPinSlew_ns=0.8257
hold_slack_ns=0.4984
slew_headroom_pct=44.96
setup_tns_ns=0
setup_viol=0
hold_viol=0
min_period_ns=4.493
slew_viol_final=0

[placed_design]
hpwl_um=5826
dpl_cell_area_mm2=0.005652
gp_congestion=0.7950
place.port_buffers=101

[outcome]
outcome=finished, final reports clean

[final_layout]
fin_area_mm2=0.005846
syn_to_final_growth_pct=30.21
drive_above_1_share_pct=16.08
final_core_util_pct=53.69

-- per-stage QoR --
| stage | cells | setup slack, ns |
|---|---|---|
| 3_5_place_dp | 553 | 7.902 |
| 4_1_cts | 569 | 8.310 |
| 6_report | 569 | 8.307 |
| 3_3_place_gp | 553 | 7.927 |
| 5_1_grt | 569 | 8.167 |
| 2_1_floorplan | 319 | 5.998 |
-- per-layer routing --
layer  vias to the layer above  wire length [um]  track usage, %  part of all wire, %
met5                         -                 0               0                    0
li1                       1426                 -               -                    -
met1                      1372              4005           27.78                   46
met4                         0                80           1.370                 0.92
met2                        99              4039           26.39                   46
met3                         7               611           4.724                  7.0
-- cell type report --
cell class | count | area, um^2
inverter | 6 | 22.52
clock inverter | 5 | 62.56
sequential | 99 | 2943
clock buffer | 11 | 131.4
tap | 140 | 175.2
multi-input combinational | 202 | 1463
fill | 917 | 5042
timing repair buffer | 106 | 1049
-- layout by cell type, fill, tap and decap left out, types with 3 or more instances in the layout --
cell type / count
dfxtp_1: 3
nand4_1: 5
buf_4: 5
nand2_1: 8
inv_1: 6
nor4_1: 14
clkdlybuf4s50_1: 101
nor3_2: 4
xor2_1: 6
nor3_1: 11
mux2_2: 31
a21oi_1: 27
nor2_1: 37
clkbuf_8: 9
nor4_2: 7
edfxtp_1: 96
nand3_1: 3
xnor2_1: 20
-- worst max path at each step --
stage / endpoint / slack, ns / depth (start not counted)
4_1_cts: PRDATA[8] / 8.31 / 6
5_1_grt: PRDATA[10] / 8.17 / 6
6_report: PRDATA[24] / 8.31 / 6
-- tightest hold or removal path, delay by kind of cell, from the launching register on --
family / cells / cell delay, ns
AOI/OAI and AO/OA: 2 / 0.12
DFF: 1 / 0.33
-- logic make-up (layout without fill, tap and decap cells) --
family / count (synthesis) / count (layout) / share of synthesized area, %
AND-OR/OR-AND: 34 / 34 / 4.265
adder cells (fa/ha/maj): 2 / 2 / 0.5573
flip-flops: 99 / 99 / 65.55
buffers and inverters: 18 / 128 / 2.313
AND/OR/NAND/NOR: 106 / 106 / 13.63
multiplexers: 34 / 34 / 8.612
XOR/XNOR: 26 / 26 / 5.072
-- where the power goes --
part	switching, mW	internal [mW]
clock	0.107	0.0915
sequential	0.0000552	0.351
combinational	0.00372	0.0184
total	0.110	0.461
No activity file was given, so power comes from the tool's default toggle rates.
